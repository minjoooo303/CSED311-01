[flow/design.v]
module mux(input s,
           input [31:0] in1,
           input [31:0] in0,
           output reg [31:0] out);
always @(*) begin
    if(s) begin
        out = in1;
    end
    else begin
        out = in0;
    end
end
endmodule
module BHSR ( 
    input reset,
    input clk,
    input update_en,        
    input taken,            
    output reg [4:0] bhsr_out   
);
always @(posedge clk) begin
    if (reset)
        bhsr_out <= 5'b00000;  
    else if (update_en)
        bhsr_out <= {bhsr_out[3:0], taken};  
end
endmodule
module BTB (
            input reset,
            input clk,
            input [31:0] pc_in,
            input update_BTB,
            input [31:0] real_target,
            output reg [31:0] guessed_target
);
    reg [31:0] Targets [0:31];
    wire [4:0] pc_idx;
    assign pc_idx = pc_in[6:2];
    always @(posedge clk) begin
        if (reset) begin
            for (integer i = 0; i < 32; i++) begin
                Targets[i] <= 0;
            end
            guessed_target <= 0;
        end
        else begin
            if (update_BTB) begin
                Targets[pc_idx] <= real_target;
            end
            guessed_target <= Targets[pc_idx];
        end
    end
endmodule
module BranchPredictorController (
    input clk,
    input reset,
    input [31:0] pc,                
    input update_pre_en,                
    input taken_actual,             
    input [31:0] target_pc_actual,   
    output [31:0] pre_next_pc
);
wire [31:0] pc_plus4;
assign pc_plus4 = pc + 32'd4;
wire [4:0] pc_idx;
assign pc_idx = pc[6:2];    
wire [4:0] bhsr_out;
wire predict_taken;
wire tagtable_hit;
wire [31:0] predicted_target;
wire [4:0] pht_idx;
wire btb_sig;
assign btb_sig = tagtable_hit & predict_taken;
gshare_xor gshare_xor(
    .pc_idx(pc_idx),
    .BHSR_output(bhsr_out),
    .PHT_idx(pht_idx)
);
BHSR bhsr (
    .reset(reset),  
    .clk(clk),
    .update_en(update_pre_en),
    .taken(taken_actual),
    .bhsr_out(bhsr_out)  
);
PHT pht(
    .reset(reset),  
    .clk(clk),
    .PHT_idx(pht_idx),
    .update(update_pre_en),
    .real_taken(taken_actual),
    .predict_taken(predict_taken)  
);
BTB btb(
    .reset(reset),   
    .clk(clk),
    .pc_in(pc),
    .update_BTB(update_pre_en),
    .real_target(target_pc_actual), 
    .guessed_target(predicted_target)  
);
TagTable tagtable(
    .reset(reset),   
    .clk(clk),
    .pc_in(pc),
    .update_TagTable(update_pre_en),
    .TagTable_hit(tagtable_hit)  
);
mux mux(
    .s(btb_sig),
    .in0(pc_plus4),
    .in1(predicted_target),
    .out(pre_next_pc));
endmodule
module PHT (
            input reset,
            input clk,
            input [4:0] PHT_idx,
            input update,
            input real_taken,  
            output predict_taken
);
    reg [1:0] twobit_counters [0:31];
    assign predict_taken = (twobit_counters[PHT_idx] >= 2'b10);
    always @(posedge clk) begin
        if (reset) begin
            for (integer i = 0; i < 32; i++) begin
                twobit_counters[i] <= 2'b00;
            end
        end
        else if (update) begin
            case (twobit_counters[PHT_idx]) 
                2'b00: begin twobit_counters[PHT_idx] <= real_taken ? 2'b01 : 2'b00; end  
                2'b01: begin twobit_counters[PHT_idx] <= real_taken ? 2'b10 : 2'b00; end  
                2'b10: begin twobit_counters[PHT_idx] <= real_taken ? 2'b11 : 2'b01; end  
                2'b11: begin twobit_counters[PHT_idx] <= real_taken ? 2'b11 : 2'b10; end  
                default: begin twobit_counters[PHT_idx] <= 2'b00; end
            endcase
        end
    end
endmodule
module TagTable (
            input reset,
            input clk,
            input [31:0] pc_in,
            input update_TagTable,
            output reg TagTable_hit
);
    reg [24:0] Tags [0:31];
    reg Valids [0:31];
    wire [4:0] pc_idx;
    assign pc_idx = pc_in[6:2];
    wire [24:0] pc_tag;
    assign pc_tag = pc_in[31:7];  
    always @(posedge clk) begin
        if (reset) begin
            for (integer i = 0; i < 32; i++) begin
                Valids[i] <= 0;
                Tags[i] <= 0;
            end
            TagTable_hit <= 0;
        end
        else begin
            if (update_TagTable) begin
                Tags[pc_idx]   <= pc_tag;
                Valids[pc_idx] <= 1'b1;
            end
            TagTable_hit <= Valids[pc_idx] && (Tags[pc_idx] == pc_tag);
        end
    end
endmodule
module gshare_xor (
                    input [4:0] pc_idx,
                    input [4:0] BHSR_output,
                    output [4:0] PHT_idx
);
    assign PHT_idx = pc_idx ^ BHSR_output;
endmodule
[flow/config.mk]
export PLATFORM = sky130hd
export DESIGN_NAME = BranchPredictorController
export DESIGN_NICKNAME = BranchPredictorController
export VERILOG_FILES = /design/flow/design.v
export SDC_FILE = /design/flow/constraint.sdc
export NUM_CORES = 4
export LEC_CHECK = 1
export CORE_UTILIZATION = 50
[flow/run.sh]
#!/bin/bash
# OpenROAD 26Q1-2900-gdf79404cd8, Yosys 0.63+post, stock flow scripts
make -C /OpenROAD-flow-scripts/flow DESIGN_CONFIG=/design/flow/config.mk WORK_HOME=/design/flow/orfs finish
[flow/constraint.sdc]
current_design BranchPredictorController

set clk_period 62.7
set clk_io_pct 0.2

create_clock -name clk0 -period $clk_period [get_ports {clk}]

set non_clock_inputs [all_inputs -no_clocks]
set_input_delay [expr $clk_period * $clk_io_pct] -clock clk0 $non_clock_inputs
set_output_delay [expr $clk_period * $clk_io_pct] -clock clk0 [all_outputs]
==> flow_metrics.env <==
# physical design summary
export IMPL_yosys_warnings=5
export IMPL_tool_warnings=29
export IMPL_core_um2=176000
export IMPL_switching_share_pct=23.4
export IMPL_fp_util_pct=50.3
export IMPL_ys_cells=6010
export IMPL_place_ws_ns=32.53
export IMPL_cap_violations=0
export IMPL_synth_top_cell_area_share_pct=64.1
export IMPL_gp_congestion=0.947
export IMPL_die_area_um2=179000
export IMPL_place_area_um2=92700
export IMPL_path_class="in2out"
export IMPL_seqPwrFrac_pct=52.4
export IMPL_drt_first_iter_violations=3727
export IMPL_path_common_cell="buf_4"
export IMPL_critPathLaunch="pc[3]"
export IMPL_async_flop_share_pct=0
export IMPL_worstMarginPinSlew_ns=1.00
export IMPL_fin_crit_sh_pct=48.1
export IMPL_die_w_um=423
export IMPL_p_leak_nw=34.9
export IMPL_cts_root_buffer="clkbuf_16"
export IMPL_finalMaxSlewViolations=0
export IMPL_cts_sinks=1958
export IMPL_worstHoldStart="tagtable.Valids[5]$_DFF_P_"
export IMPL_route_detailed_wl_per_inst_um=35.0
export IMPL_critPathLaunchType="primary input"
export IMPL_clk_latency_ns=0.87
export IMPL_drive_above_1_share_pct=15.8
export IMPL_cts_hold_buf=0
export IMPL_power_density_nw_per_um2=29.3
export IMPL_ctsResizeCount=0
export IMPL_slew_headroom_pct=33.1
export IMPL_crit_path_max_fanout=77
export IMPL_grt_pass1_vias=53856
export IMPL_antenna_found_initial=17
export IMPL_slowest_stage="xor2_1"
export IMPL_p_int_mw=2.22
export IMPL_io_buffers=99
export IMPL_clock_fmax_ghz=0.0331
export IMPL_fin_skew_ns=0.0274
export IMPL_irDropWorstVdd_uv=33.2
export IMPL_fp_row_count=154
export IMPL_setup_slack_ns=32.51
export IMPL_status="finished, final reports clean"
export IMPL_ant_nets=0
export IMPL_p_sw_mw=0.680
export IMPL_io_pins=100
export IMPL_via_per_inst=6.15
export IMPL_critPathRequiredTime_ns=50.16
export IMPL_die_h_um=423
export IMPL_power_mw=2.90
export IMPL_yosysSeqAreaShare_pct=65.7
export IMPL_cts_buffers=204
export IMPL_drc=0
export IMPL_overflow=0
export IMPL_finalHoldViolCount=0
export IMPL_holdPathStages=1
export IMPL_ys_top_cells_by_area="edfxtp_1 (64%), and2_1 (12%), mux4_2 (7.6%)"
export IMPL_cts_buffer_depth=3
export IMPL_synthTopCellsByCount="edfxtp_1 (1,888), and2_1 (1,763), clkbuf_1 (460)"
export IMPL_edf_count=1888
export IMPL_ys_ff=1958
export IMPL_synth_area_per_cell_um2=14.7
export IMPL_fin_setup_tns_ns=0
export IMPL_syn_cell_area_um2=88500
export IMPL_setup_viol=0
export IMPL_cts_tree="yes"
export IMPL_yosysUniqueCellTypes=69
export IMPL_grt_start_max_net_pins=92
export IMPL_timing_rr_end="pht.twobit_counters[1][1]$_SDFFCE_PN0P_"
export IMPL_pwr_share_clk_pct=39.7
export IMPL_synthCells=6010
export IMPL_p_comb_share_pct=8.0
export IMPL_final_area_um2=99000
export IMPL_cpPeakStageDelay_ns=0.84
export IMPL_r2r_start="bhsr.bhsr_out[1]$_SDFFE_PP0P_"
export IMPL_track_usage_pct=37.3
export IMPL_crit_path_end="pre_next_pc[3]"
export IMPL_largest_area_cell="edfxtp_1"
export IMPL_cts_clk_slew_worst_paths_ns=0.06
export IMPL_cp_arrival_ns=17.65
export IMPL_htree_num_levels=4
export IMPL_hpwl_mm=169
export IMPL_period_needed_ns=30.19
export IMPL_vias=52291
export IMPL_grt_setup_unrepaired="no"
export IMPL_rrSetupSlack_ns=58.69
export IMPL_yosysChipArea_um2=88500
export IMPL_postCtsSetupRepairBufs=0
export IMPL_r2r_worst_path_cells=8
export IMPL_cp_end_kind="primary output"
export IMPL_grt_first_pass_wirelength_mm=415
export IMPL_synthMostInstantiatedCell="edfxtp_1"
export IMPL_cp_cell_sequence="buf_8 -> buf_4 -> buf_12 -> xor2_1 -> mux4_2 -> a22oi_1 -> o211ai_2 -> nand3_4 -> buf_4 -> mux2_1 -> clkdlybuf4s50_1"
export IMPL_hp_class="reg2reg"
export IMPL_syn2layout_area_growth_pct=11.9
export IMPL_drt_pass1_iter_count=6
export IMPL_wirelength_mm=297
export IMPL_fillCellCount=13376
export IMPL_ff_type="edfxtp_1"
## placed cells by master (no fill, tap or decap), types with 85 or more instances in the layout
| master | n |
|---|---|
| edfxtp_1 | 1888 |
| and2_1 | 1761 |
| mux2i_1 | 371 |
| mux4_2 | 300 |
| buf_4 | 270 |
| clkbuf_16 | 206 |
| o22ai_1 | 178 |
| nand2_1 | 103 |
| clkdlybuf4s50_1 | 93 |
| nor3_1 | 92 |
| clkbuf_1 | 87 |
| nor2_1 | 85 |
## state kept, by name (all words and copies together) (netlist names)
signal / count
btb.guessed_target: 32
tagtable.Valids: 32
tagtable.TagTable_hit: 1
tagtable.Tags: 800
pht.twobit_counters: 64
bhsr.bhsr_out: 5
btb.Targets: 1024
## worst max-delay path: cells and delay by family
kind	cells	cell delay, ns
AND-OR/OR-AND	2	0.47
multiplexers	2	0.80
buffers and inverters	5	2.32
XOR/XNOR	1	0.84
AND/OR/NAND/NOR	1	0.45
## worst min-delay path by stage
| stage | to |
|---|---|
| 4_1_cts | tagtable.Valids[5]$_DFF_P_ |
| 5_1_grt | tagtable.Valids[24]$_DFF_P_ |
| 6_report | tagtable.Valids[5]$_DFF_P_ |
## per-stage QoR
step / util [%] / hold WS [ns] / instances
5_1_grt: 56.2 / 0.469 / 8491
4_1_cts: 56.2 / 0.451 / 8490
3_3_place_gp: 52.7 / 0.431 / 8106
2_1_floorplan: - / 0.425 / 6010
3_5_place_dp: 52.7 / 0.437 / 8106
6_report: 56.3 / 0.448 / 8503
## power by group through the flow
stage / Combinational [mW] / Sequential, mW / Clock, mW
5_1_grt: 0.240 / 1.53 / 1.21
4_1_cts: 0.229 / 1.52 / 1.16
6_report: 0.231 / 1.52 / 1.15
## logic make-up after synthesis
| kind of cell | count (synthesis) | synth area share, % |
|---|---|---|
| adders and majority gates | 4 | 0.0566 |
| muxes | 683 | 12.1 |
| xor gates and xnor gates | 43 | 0.434 |
| DFF | 1958 | 65.7 |
| and+or+nand+nor | 2232 | 15.2 |
| buffers and inverters | 626 | 2.92 |
| AOI/OAI and AO/OA | 464 | 3.61 |
## layout make-up
| type | count | area [um^2] | area share [%] |
|---|---|---|---|
| tap | 2340 | 2930 | 2.96 |
| antenna | 13 | 32.5 | 0.0329 |
| inverter | 6 | 25.0 | 0.0253 |
| multi-input combinational | 3426 | 28500 | 28.8 |
| sequential | 1958 | 58100 | 58.7 |
| timing repair buffer | 376 | 3150 | 3.18 |
| clock inverter | 73 | 538 | 0.544 |
| clock buffer | 311 | 5730 | 5.79 |
## metal layers
layer | GRT usage, % | vias up | wire length (um)
li1 | - | 22094 | -
met2 | 51.7 | 3833 | 136000
met5 | 1.51 | - | 445
met4 | 13.7 | 18 | 14300
met1 | 47.7 | 25666 | 95200
met3 | 27.1 | 680 | 51600
No activity file was given, so power comes from the tool's default toggle rates.
