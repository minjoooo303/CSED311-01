File: run.sh
#!/bin/bash
# OpenROAD 26Q1-2900-gdf79404cd8, Yosys 0.63+post, stock flow scripts
make -C /OpenROAD-flow-scripts/flow DESIGN_CONFIG=/design/flow/config.mk WORK_HOME=/design/flow/orfs finish
File: config.mk
export PLATFORM = sky130hd
export DESIGN_NAME = ALU
export DESIGN_NICKNAME = ALU
export VERILOG_FILES = /design/flow/design.v
export SDC_FILE = /design/flow/constraint.sdc
export NUM_CORES = 4
export LEC_CHECK = 1
export CORE_UTILIZATION = 40
File: constraint.sdc
current_design ALU

set clk_period 30.4
set clk_io_pct 0.2

create_clock -name clk0 -period $clk_period

set non_clock_inputs [all_inputs -no_clocks]
set_input_delay [expr $clk_period * $clk_io_pct] -clock clk0 $non_clock_inputs
set_output_delay [expr $clk_period * $clk_io_pct] -clock clk0 [all_outputs]
File: design.v
module ALU ( 	input [3:0] alu_op,
				input [1:0] btype,  
				input [31 : 0] alu_in_1,  
				input [31 : 0] alu_in_2,  
       			output reg [31 : 0] alu_result,  
				output reg alu_bcond);	
	always @(*) begin
		alu_bcond = 0;
		case (alu_op) 
			4'b0000: begin alu_result = alu_in_1 + alu_in_2; end  
			4'b0001: begin  
				alu_result = alu_in_1 - alu_in_2;	
				case (btype)
					2'b00: alu_bcond = (alu_result == 32'b0) ? 1 : 0; 	 
					2'b01: alu_bcond = (alu_result != 32'b0) ? 1 : 0; 	 
					2'b10: alu_bcond = (alu_result[31]) ? 1 : 0; 		 
					2'b11: alu_bcond = (!alu_result[31]) ? 1 : 0; 		 
				endcase
			end
			4'b0010: begin alu_result = alu_in_1; end
			4'b0011: begin alu_result = ~alu_in_1; end  
			4'b0100: begin alu_result = alu_in_1 & alu_in_2; end  
			4'b0101: begin alu_result = alu_in_1 | alu_in_2; end  
			4'b0110: begin alu_result = ~(alu_in_1 & alu_in_2); end  
			4'b0111: begin alu_result = ~(alu_in_1 | alu_in_2); end  
			4'b1000: begin alu_result = alu_in_1 ^ alu_in_2; end  
			4'b1001: begin alu_result = ~(alu_in_1 ^ alu_in_2); end  
			4'b1010: begin alu_result = alu_in_1 << alu_in_2; end  
			4'b1011: begin alu_result = alu_in_1 >> alu_in_2; end  
			4'b1100: begin alu_result = alu_in_1 <<< alu_in_2; end  
			4'b1101: begin alu_result = alu_in_1 >>> alu_in_2; end  
			4'b1110: begin alu_result = ~alu_in_1 + 1; end  
			4'b1111: begin alu_result = 0; end 
			default: begin alu_result = 0; end 
		endcase
	end
endmodule
==> run summary <==
flow finished, numbers: Critical Path AT=11.49 ns, Int Power=a little over 90 µW, Synth area leaders=ha_1 10%, mux4_2 8.4%, a21oi_1 5.6%, io pins=103, Slew Limit Fails=0, Final WS setup=12.83 ns, met3 Usage GRT=0.0559, Std-Cell Core Area=about 0.029 mm², DRT iter0 DRCs=2125, vias in the first global route=13300, Fin. Hold Viols=0, Pre-Repair DR Iteration Count=6, initial antenna violation count=1, Post-Synthesis Cell Area=0.0118 mm², Crit. End Element=output pin, GRT Util Overall=0.376, Setup CP Type=in2out, Post-CTS Setup Repair Bufs=0, Most Crowded Layer GR=met2, Yosys top cell by instances=nor2_1, Final HPWL DP=43100 µm, total global routing overflow=0, CP Launch Point=alu_in_1[9], hold buffer count at CTS=0, library cells used by synthesis=98, Final Cell Area=0.0130 mm², type of origin of the critical path=input pin, Initial Util=0.409, Setup TNS=0 ns, GR Util met1=0.542, Die W=approximately 170 µm, Total Wirelength=56900 µm, Place WS=12.97 ns, routed vias=14500, Final setup viols=0, Max Freq=56.9 MHz, ys cells=1762, leading area contributor after synthesis=ha_1, Die Span Y=174 µm, Critical Path RT=24.32 ns, Power Total=240 µW, hold crit path type=in2out, die area=0.0302 mm², met2 Resource Use GR=0.578, Slew headroom=0.319, pin count of the biggest net entering global routing=about 65, count of tool warnings=95, Psw=146 µW, PwrDens=18.5 mW/mm², routed length per instance=26.7 µm, Top-area cell share=0.102, layout clock buffer count=0, Synth Warn #=1, maxcap violations=0, Final period util=0.578, Setup crit end=alu_bcond, row count=62, Critical Path Fanout Max=14, Port Buffers=103, Final Critical Period=17.57 ns, Hold WS=about 13 ns, Synth-to-Final Area Change=9.76%, Commonest cells post-synth=170 x nor2_1, 152 x nand2_1, 133 x a21oi_1, 131 x o21ai_0, 99 x inv_1, peak supply drop=0.00000912 V, layout cells sized above 1=0.0956, Avg Inst Size Synth=roughly 6.7 µm², Worst Tran Pin Value=1.02 ns, number of gates resized after cts=0, yosys stat chip area=0.0118 mm², fill count=3009, DRC viols=0, Seq share, synth=0, Flop area=0 µm², vias per inst=around 6.8, Area after DPL=0.0130 mm², Syn Inst Count=1762, Switching Share=0.611, Post-DRT Antenna Nets=0, seq_cells=0, RSZ-0062 raised after global routing=no, first-pass GRT wire length=85100 µm, outcome=complete, no violations, LEAKAGE=0.00497 µW, gp weighted congestion=1.04
## power groups by stage
stage    Sequential [µW]  Clock, µW  Combinational [µW]
4_1_cts                0          0                 233
5_1_grt                0          0                 255
## per-stage QoR
step | utilization | instances
global placement | 0.449 | 2131
floorplan | - | 1762
CTS | 0.449 | 2131
finish | 0.449 | 2133
global route | 0.449 | 2131
detailed placement | 0.449 | 2131
## cells in the final DEF (no fill, tap or decap), drive strengths merged, types with 10 or more instances in the layout
cell type / instances
inv: 106
o21ai: 137
ha: 96
mux4: 44
a31oi: 19
a211oi: 19
or3: 19
nor3: 51
mux2i: 41
a21oi: 135
nor4: 38
nand2b: 12
nand4: 19
nor2b: 17
buf: 59
a211o: 10
nand2: 152
a21o: 16
o211ai: 21
o31ai: 10
mux2: 22
xor2: 52
nor2: 170
nand3: 35
clkdlybuf4s50: 96
a22oi: 37
xnor2: 64
a221oi: 33
or2: 10
o22ai: 44
o21bai: 11
a2111oi: 11
o2111ai: 10
## how the worst min path moves through the flow
| stage | from | endpoint | slack (ns) | cells past startpoint |
|---|---|---|---|---|
| global route | alu_op[1] | alu_result[1] | 13.27 | 4 |
| CTS | alu_op[1] | alu_result[7] | 13.23 | 4 |
| finish | alu_op[1] | alu_result[2] | 13.23 | 4 |
## kinds of logic after synthesis
kind of cell / after synthesis / share of synthesized area
and+or+nand+nor: 562 / 0.230
muxes: 107 / 0.140
adders and majority gates: 99 / 0.106
AOI/OAI and AO/OA: 599 / 0.341
xor gates and xnor gates: 116 / 0.0860
buffers and inverters: 279 / 0.0974
## critical path: stages
cell and delay, ns:
clkdlybuf4s50_1 0.90, inv_1 0.33, ha_1 0.69, inv_1 0.23, a21oi_1 0.28, o311ai_0 0.23
o211ai_1 0.42, nand3b_2 0.27, and4_1 0.28, a2111oi_1 0.78, o2111a_1 0.34, nand4_1 0.09
nand3b_1 0.10, clkdlybuf4s50_1 0.46
## layout make-up
class | count | area (µm²) | share of cell area
inverters | 109 | 412 | 0.0318
multi-input cells | 1483 | 10700 | 0.823
repair buffers | 155 | 1390 | 0.108
diodes | 2 | 5.00 | 0.000386
well taps | 384 | 480 | 0.0371
## per-layer routing
metal / wire length [µm] / share of wire
met1: 23300 / 0.41
met3: 5890 / 0.10
met2: 25200 / 0.44
met4: 2500 / 0.044
met5: 0 / 0
No activity file was given, so power comes from the tool's default toggle rates.
