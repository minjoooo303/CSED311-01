==> flow/design.v <==
module alu ( 	input [3:0] alu_op,
				input [1:0] btype,  
				input [31 : 0] alu_in_1,  
				input [31 : 0] alu_in_2,  
       			output reg [31 : 0] alu_result,  
				output reg alu_bcond);	
	always @(*) begin
		alu_bcond = 0;
		case (alu_op) 
			4'b0000: begin alu_result = alu_in_1 + alu_in_2; end  
			4'b0001: begin  
				alu_result = alu_in_1 - alu_in_2;	
				case (btype)
					2'b00: alu_bcond = (alu_result == 32'b0) ? 1 : 0; 	 
					2'b01: alu_bcond = (alu_result != 32'b0) ? 1 : 0; 	 
					2'b10: alu_bcond = (alu_result[31]) ? 1 : 0; 		 
					2'b11: alu_bcond = (!alu_result[31]) ? 1 : 0; 		 
				endcase
			end
			4'b0010: begin alu_result = alu_in_1; end
			4'b0011: begin alu_result = ~alu_in_1; end  
			4'b0100: begin alu_result = alu_in_1 & alu_in_2; end  
			4'b0101: begin alu_result = alu_in_1 | alu_in_2; end  
			4'b0110: begin alu_result = ~(alu_in_1 & alu_in_2); end  
			4'b0111: begin alu_result = ~(alu_in_1 | alu_in_2); end  
			4'b1000: begin alu_result = alu_in_1 ^ alu_in_2; end  
			4'b1001: begin alu_result = ~(alu_in_1 ^ alu_in_2); end  
			4'b1010: begin alu_result = alu_in_1 << alu_in_2; end  
			4'b1011: begin alu_result = alu_in_1 >> alu_in_2; end  
			4'b1100: begin alu_result = alu_in_1 <<< alu_in_2; end  
			4'b1101: begin alu_result = alu_in_1 >>> alu_in_2; end  
			4'b1110: begin alu_result = ~alu_in_1 + 1; end  
			4'b1111: begin alu_result = 0; end 
			default: begin alu_result = 0; end 
		endcase
	end
endmodule
==> flow/run.sh <==
#!/bin/bash
# OpenROAD 26Q1-2900-gdf79404cd8, Yosys 0.63+post, stock flow scripts
make -C /OpenROAD-flow-scripts/flow DESIGN_CONFIG=/design/flow/config.mk WORK_HOME=/design/flow/orfs finish
==> flow/config.mk <==
export PLATFORM = sky130hd
export DESIGN_NAME = alu
export DESIGN_NICKNAME = alu
export VERILOG_FILES = /design/flow/design.v
export SDC_FILE = /design/flow/constraint.sdc
export NUM_CORES = 4
export LEC_CHECK = 1
export CORE_UTILIZATION = 30
==> flow/constraint.sdc <==
current_design alu

set clk_period 22.8
set clk_io_pct 0.2

create_clock -name clk0 -period $clk_period

set non_clock_inputs [all_inputs -no_clocks]
set_input_delay [expr $clk_period * $clk_io_pct] -clock clk0 $non_clock_inputs
set_output_delay [expr $clk_period * $clk_io_pct] -clock clk0 [all_outputs]
==> out/results.tsv <==
metric	value	unit
CP arrival	10.20	ns
Hold Path Cell Cnt	4	
Synth cell types	98	
Cells after Synth	1762	
final tally of hold violations	0	
HPWL after DPL	45900	um
worst hold path type	in2out	
Placed Area	13100	um2
Worst path slowest cell	a2111oi_1	
crit-path max cell delay	0.92	ns
Syn Area/Cell	6.70	um2
Die Area	40200	um2
Slew HR	30.5	%
hold path start	alu_op[1]	
Max Slew Vio Count	0	
Placed Instances	2260	
DR pass1 iterations	8	
layout filler cell count	4226	
# DRC	0	
Area Overhead vs Synth	10.8	%
first-pass GRT wire length	89500	um
synth top area cells	ha_1, mux4_2, a21oi_1, o21ai_0, nor2_1	
share of the synthesized area in the top cell type	10.2	%
critical path depth in cells	14	
DRT antenna net count	0	
peak supply drop	0.0000111	V
post-cts repair resize count	0	
Syn Std Cell Area	11800	um2
pre-CTS setup slack	8.23	ns
most frequent cells in the layout	nor2_1, nand2_1, a21oi_1	
Switching Fraction	61.7	%
port bufs	103	
yosys stat cell total	1762	
number of global-route vias before repair	13600	
total wire length	59600	um
post-layout period usage	64.7	%
sw power	0.200	mW
Critical Path Source Type	input port	
hold worst-path end	alu_result[7]	
worst-margin pin slew	1.04	ns
gr usage total	29.5	%
Buf+Inv Stages, Crit Path	4	
final setup violating endpoints	0	
Setup CP Type	in2out	
Flops	0	
pin count of the biggest net entering global routing	62	
status	complete, no violations	
tool warnings	95	
Fmax achieved	67.8	MHz
initial antenna violation count	2	
Final WS setup	8.04	ns
cts hold-fix bufs	0	
Vias/cell	6.42	
WP data required	18.24	ns
gr ovfl total	0	
TNS Setup	0	ns
YS chip area	11800	um2
row cnt	72	
IO Count	103	
top cell family by delay on the critical path	AND-OR/OR-AND gates	
Internal	0.124	mW
DR iter-0 viols	1720	
Die Y	200	um
core area	38700	um2
Die X	200	um
Initial Utilization	30.5	%
worst-path cell chain	clkdlybuf4s50_1, inv_1, ha_1, inv_1, a21oi_1, o311ai_0, o211ai_1, nand3b_2, and4_1, a2111oi_1, o2111a_1, a31oi_1, nand3b_1, clkdlybuf4s50_1	
Max Cap Viol	0	
Seq/Total Area, Yosys	0	%
unrepaired setup endpoints after global routing	no	
Post-CTS Setup Bufs	0	
Leak	4.95	nW
Gate Area	10700	um2
Cell Count, Final, Fillers Out	2261	
CP Capture Type	primary output	
Power Density	24.7	nW/um2
global placement routability congestion	1.06	
Reg area	0	um2
fraction of layout cells with a size suffix above 1	9.30	%
leading area contributor after synthesis	ha_1	
dominant logic cell type in the layout	nor2_1	
clk_buf instances	0	
warnings from Yosys	1	
Period minus WS final	14.76	ns
crit path max fanout	14	
DR vias	14500	
Post-Layout Inst Area	13100	um2
total power	0.324	mW
per-cell routed wire length	26.4	um
## area by class of cell
cell class	count	share of cell area (%)
multi-input cells	1483	81.5
repair buffers	150	10.4
diodes	1	0.0191
well taps	518	4.95
inverters	109	3.15
## power groups by stage
| stage | registers [mW] | logic (mW) | clock network, mW |
|---|---|---|---|
| CTS | 0 | 0.316 | 0 |
| global route | 0 | 0.347 | 0 |
## per-stage QoR
step	hold WS [ns]	utilization, %
6_report	10.27	33.8
3_5_place_dp	10.26	33.8
3_3_place_gp	10.27	33.8
2_1_floorplan	9.26	-
4_1_cts	10.25	33.8
5_1_grt	10.29	33.8
## cells by family (layout without fill, tap and decap cells)
family          Yosys count  in the layout  share of synthesized area (%)
other cells               0              1                              0
mux                     107            107                           14.0
xor+xnor                116            116                           8.60
fa+ha+maj                99             99                           10.6
simple gates            562            562                           23.0
buf+inv                 279            259                           9.74
compound gates          599            599                           34.1
## worst max-delay path by stage
stage / start / to
CTS: alu_in_1[9] / alu_bcond
global route: alu_in_1[9] / alu_bcond
finish: alu_in_1[9] / alu_bcond
## synthesized netlist by cell type, types with 6 or more instances
library cell / number
nand2b_1: 11
a22oi_1: 37
ha_1: 96
nand4_1: 19
o21ai_0: 131
and3_1: 8
and2_1: 9
nor2b_1: 17
xnor2_1: 64
a221o_1: 9
inv_1: 99
buf_1: 24
nand3_1: 35
a221oi_1: 32
a31oi_1: 19
a211oi_1: 19
o31ai_1: 10
nor4_1: 35
nor3_1: 48
buf_4: 10
mux2i_1: 41
or2_2: 7
o21bai_1: 11
o2111ai_1: 10
a32oi_1: 9
nand2_1: 152
mux4_2: 44
o22ai_1: 44
a21o_1: 16
nor2_1: 170
inv_2: 6
buf_2: 38
o211ai_1: 20
a2111oi_0: 8
xor2_1: 52
mux2_2: 22
or3_1: 19
a21oi_1: 133
clkbuf_1: 96
a211o_1: 10
## routing by layer
metal | up-vias | routed length [um] | track usage, %
met2 | 871 | 26600 | 45.4
met1 | 6968 | 24200 | 40.2
met4 | 2 | 3070 | 12.2
met5 | - | 12 | 0
li1 | 6512 | - | -
met3 | 158 | 5730 | 6.35
## worst min-delay path, delay by kind of cell
family,cells,cell delay [ns]
AND-OR/OR-AND,2,0.39
buffers and inverters,2,0.75
Power is estimated from default activity; no workload was simulated.
